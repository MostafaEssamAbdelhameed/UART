==> /design/flow/design.v <==
`timescale 1ns / 1ps
module FSM_RX (
    input RX_IN,
    input PAR_EN,
    input par_err,
    input start_glitch,
    input stop_err,
    input [3:0] bit_cnt,
    output reg par_check_en,
    output reg start_check_en,
    output reg stop_check_en,
    output reg deser_en,
    output reg data_valid,
    output reg enable,
    output reg data_samp_en,
    input rst,
    input clk
    );
    parameter state_reg_width = 3;
	parameter [state_reg_width -1 : 0] idle_state = 0 ,
									   start_state = 1 ,
									   data_state = 2 ,
									   parity_state = 3 ,
									   stop_state = 4 ,
									   error_state = 5 ;
	reg [state_reg_width -1 : 0] curr_state , next_state ;
	reg data_valid_c;    
	always @(posedge clk or negedge rst)begin
		if(!rst)
			begin
                curr_state <= idle_state;
			end
		else 
			begin
                curr_state <= next_state;
			end
	end
    always @(*) begin
        par_check_en = 0;
        start_check_en = 0;
        stop_check_en = 0;
        deser_en = 0;
        data_valid_c = 0;
        enable = 0;
        data_samp_en = 0;
        case(curr_state)
            idle_state:
            begin
                par_check_en = 0;
                start_check_en = 0;
                stop_check_en = 0;
                deser_en = 0;
                data_valid_c = 0;
                enable = 0;
                data_samp_en = 0;            
                if (RX_IN==0) begin
                enable = 1;
                next_state = start_state;
                start_check_en = 1;               
                end
                else next_state = idle_state;
            end
            start_state:
            begin
                par_check_en = 0;
                start_check_en = 1;
                stop_check_en = 0;
                deser_en = 0;
                data_valid_c = 0;
                enable = 1;
                data_samp_en = 1;
                if(bit_cnt == 1)begin
                 deser_en = 1;
                 next_state = data_state;
                 end
                else next_state = start_state;
            end
            data_state:
            begin
                par_check_en = 0;
                start_check_en = 0;
                stop_check_en = 0;
                deser_en = 1;
                data_valid_c = 0;
                enable = 1;
                data_samp_en = 1;
                if (bit_cnt == 9 && PAR_EN == 1) next_state = parity_state;
                else if (bit_cnt == 9 && PAR_EN == 0) next_state = stop_state;           
                else next_state = data_state;
            end            
            parity_state:
            begin
                par_check_en = 1;
                start_check_en = 0;
                stop_check_en = 0;
                deser_en = 0;
                data_valid_c = 0;
                enable = 1;
                data_samp_en = 1; 
                if (bit_cnt == 10) next_state = stop_state;
                else next_state = parity_state;           
            end
            stop_state:
            begin
                par_check_en = 0;
                start_check_en = 0;
                stop_check_en = 1;
                deser_en = 0;
                data_valid_c = 0;
                enable = 1;
                data_samp_en = 1; 
                if ((bit_cnt==10 && PAR_EN==0) || (bit_cnt==11 && PAR_EN==1)) begin
					 enable = 0;
					 stop_check_en = 0;
					 data_samp_en = 0; 
					if (!par_err && !stop_err && !start_glitch) begin 
						data_valid_c = 1;
						if(RX_IN) next_state = idle_state;
						else next_state = start_state;
					end
					else begin
						data_valid_c = 0;
						if(RX_IN) next_state = idle_state;
						else next_state = start_state;                   
					end					
				end
                else next_state = stop_state;                      
            end
            default:
            begin
                par_check_en = 0;
                start_check_en = 0;
                stop_check_en = 0;
                deser_en = 0;
                data_valid_c = 0;
                enable = 0;
                data_samp_en = 0;
                next_state = idle_state;         
            end
        endcase 
    end
always @ (posedge clk or negedge rst)
 begin
  if(!rst)
   begin
    data_valid <= 1'b0 ;
   end
  else
   begin
    data_valid <= data_valid_c ;
   end
 end
endmodule
`timescale 1ns / 1ps
module TOP_rx(
    input RX_IN,
    input [5:0] prescale,
    input PAR_EN,
    input PAR_TYP,
    input clk,
    input rst,
    output [7:0] P_DATA,
    output data_valid,
    output stop_err,
    output parity_err
    );
wire data_samp_en_w , par_check_en_w , par_err_w , start_check_en_w ,start_glitch_w ;
wire stop_check_en_w,stop_err_w , deser_en_w , sampled_bit_w , enable_w , finish_w;
wire [3:0] bit_cnt_w ;
wire [5:0] edge_cnt_w;
assign stop_err = stop_err_w;
assign parity_err = par_err_w;
FSM_RX DUT0 (.RX_IN(RX_IN),
          .PAR_EN(PAR_EN),
          .par_err(par_err_w),
          .start_glitch(start_glitch_w),
          .stop_err(stop_err_w),
          .bit_cnt(bit_cnt_w),
          .par_check_en(par_check_en_w),
          .start_check_en(start_check_en_w),
          .stop_check_en(stop_check_en_w),
          .deser_en(deser_en_w),
          .data_valid(data_valid),
          .enable(enable_w),
          .data_samp_en(data_samp_en_w),
          .rst(rst),
          .clk(clk)
                );
edge_bit_counter    DUT1   ( .enable(enable_w),
                             .prescale(prescale),
                             .bit_cnt(bit_cnt_w),
                             .edge_cnt(edge_cnt_w),
                             .finish(finish_w),
                             .rst(rst),
                             .clk(clk)
                           );
data_sampling DUT2 (    .RX_IN(RX_IN),
                        .data_samp_en(data_samp_en_w),
                        .edge_cnt(edge_cnt_w),
                        .prescale(prescale),
                        .sampled_bit(sampled_bit_w),
                        .rst(rst),
                        .clk(clk)
                        );
parity_check  DUT3 ( .P_DATA(P_DATA),
                         .par_check_en(par_check_en_w),
                         .sampled_bit(sampled_bit_w),
                         .PAR_TYP(PAR_TYP),
                         .PAR_EN(PAR_EN),
                         .par_err(par_err_w),
                         .finish(finish_w),
                         .rst(rst),
                         .clk(clk)
                        );    
start_check DUT4      ( .start_check_en(start_check_en_w),
                        .sampled_bit(sampled_bit_w),
                        .start_glitch(start_glitch_w),
                        .finish(finish_w),
                        .rst(rst),
                        .clk(clk)
                       );   
stop_check  DUT5     (  .stop_check_en(stop_check_en_w),
                        .sampled_bit(sampled_bit_w),
                        .stop_err(stop_err_w),
                        .finish(finish_w),
                        .rst(rst),
                        .clk(clk)
                        );    
deserializer      DUT6 (    .sampled_bit(sampled_bit_w),
                            .finish(finish_w),
                            .deser_en(deser_en_w),
                            .P_DATA(P_DATA),
                            .rst(rst),
                            .clk(clk)
                        );                           
endmodule                                                   
`timescale 1ns / 1ps
module data_sampling (
    input RX_IN,
    input data_samp_en,
    input [5:0] edge_cnt,
    input [5:0] prescale,
    output reg sampled_bit,
    input clk,
    input rst
    );
    wire [4:0] half ;
    reg done;
    reg [2:0] values;
    assign half = (prescale >> 1);
    always@(posedge clk or negedge rst) begin
        if(!rst) begin
            sampled_bit <=0;
            done <= 0;
            values <= 0;
        end
        else if (data_samp_en && !done) begin
            case(edge_cnt)
                half -2 :
                begin
                    values[0] <= RX_IN;                
                end
                half -1 :
                begin
                    values[1] <= RX_IN;                
                end            
                half  :
                begin
                    values[2] <= RX_IN;  
                    done <= 1;                             
                end 
                default :  values <= values;  
            endcase           
        end
        else if (done) begin
            sampled_bit <= (values == 0 || values == 1 || values == 2 || values == 4)? 0:1;
            done <= 0;
        end
    end    
endmodule
`timescale 1ns / 1ps
module deserializer (
    input sampled_bit,
    input deser_en,
    input finish,
    output reg [7:0] P_DATA,
    input clk,
    input rst
    );
    reg [7:0] register ;
    reg [3:0] i;
    always@(posedge clk or negedge rst ) begin
        if(!rst) begin
            register <= 0;
            i<=0;
        end 
        else if (deser_en && finish && i!=8 ) begin
            register [i] <= sampled_bit;
            i <= i+1;
        end
        else if (!deser_en) begin
            i<=0;
        end
    end
    always@(posedge clk or negedge rst) begin 
        if(!rst) begin
            P_DATA <= 0;
        end
        else if (i == 8) begin
            P_DATA <= register;
        end    
    end 
endmodule
`timescale 1ns / 1ps
module edge_bit_counter (
    input enable,
    input[5:0] prescale,
    output reg [3:0] bit_cnt,
    output reg [5:0] edge_cnt,
    output reg finish,
    input clk,
    input rst
    );
    reg flag;
    always @(*) begin
        if(!rst) begin
            finish = 0;
        end
        else if (flag == 0 && edge_cnt == (prescale - 2)) begin
            finish = 1;
        end
        else if  (flag == 1 && edge_cnt == (prescale - 1)) begin
            finish = 1;        
        end
        else begin
            finish = 0;
        end
    end
    always@(posedge clk or negedge rst) begin 
        if(!rst) begin
            bit_cnt <= 0;
            edge_cnt <= 0;
            flag <=0;
        end 
        else if (enable) begin
            edge_cnt <= edge_cnt + 1 ;
            if (edge_cnt == prescale - 2 && flag == 0) begin
                edge_cnt <= 0;
                bit_cnt <= bit_cnt +1;
                flag <= 1;
            end
            else if (edge_cnt == prescale -1 && flag == 1) begin
                edge_cnt <= 0;
                bit_cnt <= bit_cnt +1;
            end
        end
        else if (!enable) begin 
            bit_cnt <= 0;
            edge_cnt <= 0;
            flag <=0;
        end     
    end
endmodule
`timescale 1ns / 1ps
module parity_check(
    input [7:0] P_DATA,
    input par_check_en,
    input sampled_bit,
    input PAR_TYP,
    input PAR_EN,
    input finish,
    input clk,
    input rst,
    output reg par_err
    );
    reg par_calc;
    reg par_sampled;
    reg done1 , done2 ;
    always @(posedge clk or negedge rst) begin 
        if (!rst) begin 
          par_calc <= 0; 
          done1 <= 0; 
        end
        else if (par_check_en) begin
          case(PAR_TYP)
          1'b0 : begin                 
                  par_calc <= ^P_DATA  ;      
                  done1 <= 1;
                 end
          1'b1 : begin
                  par_calc <= ~^P_DATA ;      
                  done1 <= 1;                  
                 end		
          endcase 
        end  
        else begin 
          par_calc <= 0; 
          done1 <= 0;
        end 
    end
    always @(posedge clk or negedge rst) begin 
        if (!rst) begin 
          par_sampled <= 0;
          done2 <= 0;
        end  
        else if (par_check_en && finish) begin
          par_sampled <= sampled_bit;
          done2 <= 1;
        end 
        else begin
          par_sampled <= 0;        
          done2 <= 0;
        end 
    end
    always @(posedge clk or negedge rst) begin 
        if (!rst) begin 
            par_err <= 0;
        end   
        else if(!PAR_EN) begin
            par_err <= 0 ;
        end  
        else if (done1 == 1 && done2 == 1) begin
            par_err <= (par_calc == par_sampled)? 0:1;
        end
    end 
endmodule
`timescale 1ns / 1ps
module start_check (
    input start_check_en,
    input sampled_bit,
    input finish,
    output reg start_glitch,
    input rst,
    input clk
    );
    always@(posedge clk or negedge rst) begin
        if (!rst) begin
            start_glitch <= 0;
        end
        else if (start_check_en && finish) begin
                start_glitch <= (sampled_bit == 0) ? 0:1;                
        end
    end 
endmodule
`timescale 1ns / 1ps
module stop_check (
    input stop_check_en,
    input sampled_bit,
    input finish,
    output reg stop_err,
    input rst,
    input clk
    );
    always@(posedge clk or negedge rst) begin
        if (!rst) begin
             stop_err <= 0;
        end    
        else if (stop_check_en && finish) begin
             stop_err <= (sampled_bit == 1) ? 0:1;
        end  
    end      
endmodule
==> /design/flow/run.sh <==
#!/bin/bash
# OpenROAD 26Q1-2900-gdf79404cd8, Yosys 0.63+post, stock flow scripts
make -C /OpenROAD-flow-scripts/flow DESIGN_CONFIG=/design/flow/config.mk WORK_HOME=/design/flow/orfs finish
==> /design/flow/config.mk <==
export PLATFORM = sky130hd
export DESIGN_NAME = TOP_rx
export DESIGN_NICKNAME = TOP_rx
export VERILOG_FILES = /design/flow/design.v
export SDC_FILE = /design/flow/constraint.sdc
export NUM_CORES = 4
export LEC_CHECK = 1
export CORE_UTILIZATION = 50
==> /design/flow/constraint.sdc <==
current_design TOP_rx

set clk_period 6.6
set clk_io_pct 0.2

create_clock -name clk0 -period $clk_period [get_ports {clk}]

set non_clock_inputs [all_inputs -no_clocks]
set_input_delay [expr $clk_period * $clk_io_pct] -clock clk0 $non_clock_inputs
set_output_delay [expr $clk_period * $clk_io_pct] -clock clk0 [all_outputs]
==> qor_table.md <==
| Item | Reported | Unit |
|---|---|---|
| Status | finished clean | - |
| Worst setup timing slack at the placement stage | 2.13 | ns |
| Number of synthesized register bits | 49 | - |
| Distinct cell type count of the synthesized netlist | 57 | - |
| Data arrival, critical path | 4.38 | ns |
| Area share of the leading cell type in the synthesized netlist | 0.392 | - |
| Share of the clock period used by the worst path | 0.635 | - |
| Psw | 360 | uW |
| Fp util | 0.517 | - |
| Finished layout cell area | 0.00341 | mm2 |
| Hold WC Path Type | flop to flop | - |
| DIE HEIGHT | 80.3 | um |
| Internal Dissipation | 621 | uW |
| R2R setup slack | 3.76 | ns |
| Dominant flop cell | sky130_fd_sc_hd__dfrtp_1 | - |
| Number of antenna violations at the first check in global routing | 0 | - |
| Vias in the first global route | 2098 | - |
| Clock transition at the register clock pins on the worst setup and hold paths after CTS | 0.09 | ns |
| Boundary pin count | 22 | - |
| Portion of total power attributed to sequential cells | 0.453 | - |
| Peak VDD IR | 251 | uV |
| Placed Area | 0.00330 | mm2 |
| Layout overhead on the synthesized area | 11.3 | % |
| Power density of the placed cells | 288 | mW/mm2 |
| Sequential area share after synthesis | 0.401 | - |
| Data required, critical path | 6.79 | ns |
| Setup Total Neg Slack | 0 | ns |
| OpenROAD warning count | 32 | - |
| Static leakage power | 1.44 | nW |
| Hold violation count in the final report | 0 | - |
| Max-slew violations | 0 | - |
| Count of H-tree levels built during CTS | 2 | - |
| Async set-or-reset flop fraction in the synthesized netlist | 1.00 | - |
| Cells in synth_stat.txt | 323 | - |
| Drt initial violations | 105 | - |
| Final critical-path required period | 4.19 | ns |
| Total power draw | 981 | uW |
| Number of cells in the finished layout apart from fillers | 415 | - |
| DR vias/cell | 5.42 | - |
| Ratio of cells with drive above 1 in the final layout | 0.0735 | - |
| Buffers inserted by post-CTS timing repair | 0 | - |
| Total of max-cap violations | 0 | - |
| Number of buffers added to fix hold violations after cts | 0 | - |
| Fill cell count | 548 | - |
| Total congestion overflow after global routing | 0 | - |
| Critical path buffer and inverter count | 2 | - |
| Detailed placement HPWL | 4.50 | mm |
| Part of the total power dissipated in the clock network | 0.219 | - |
| Die Size | 0.00644 | mm2 |
| Synth area leader | sky130_fd_sc_hd__dfrtp_1 | - |
| Remaining max-slew budget at the tightest pin | 0.423 | - |
| Post-Synthesis Mean Instance Area | 9.48 | um2 |
| Total routing resource utilization after global routing | 0.214 | - |
| Maximum number of pins on one net before global-route repair | 58 | - |
| Final Wtd Congestion | 0.926 | - |
| Biggest cell delay along the critical path | 0.68 | ns |
| Slew @ Worst Pin | 0.862 | ns |
| Wirelength, routed | 6.03 | mm |
| Setup repair after global routing missed its margin | no | - |
| Cts bufs inserted | 5 | - |
| Via count | 2249 | - |
| Number of optimization iterations in the first detailed-route pass | 4 | - |
| Clock Root Buffer | sky130_fd_sc_hd__clkbuf_8 | - |
| Footprint of the multi-input gates | 0.00168 | mm2 |
| Max Clock Freq | 239 | MHz |
| Critical Path, Cell by Cell | clkdlybuf4s50_1 -> inv_1 -> ha_1 -> nand2b_1 -> a21oi_1 -> or3b_1 -> or3_1 -> a2111oi_4 -> mux2_1 | - |
| Combinational share of power | 0.328 | - |
| Post-CTS Resized | 0 | - |
| Critical path class | input port to flop | - |
| Source-to-sink clock delay at the later pin of the worst-skew pair | 0.30 | ns |
| Switch share | 0.367 | - |
| Floorplan core area | 0.00592 | mm2 |
| Combined area of all synthesized cells | 0.00306 | mm2 |
| DRC viols | 0 | - |
| Area reported by Yosys stat | 0.00306 | mm2 |
| Routed len/inst | 14.5 | um |
| Family of cells with the greatest summed delay on the critical path | simple AND/OR/NAND/NOR gates | - |
| Setup Viol. Count Final | 0 | - |
| Antenna diode instance count | 0 | - |
| Cell area leaders | sky130_fd_sc_hd__dfrtp_1 (39%), sky130_fd_sc_hd__ha_1 (5.3%), sky130_fd_sc_hd__xnor2_1 (4.9%), sky130_fd_sc_hd__xor2_1 (4.3%), sky130_fd_sc_hd__o21ai_0 (3.3%) | - |
| # clock sinks | 49 | - |
| CTS tree | built | - |
| Area used by sequential logic in the layout | 0.00123 | mm2 |
| Chip Width | 80.3 | um |
| Setup ws final | 2.41 | ns |
| Clock Path Buffers | 2 | - |
| Largest clock skew in the final design | 0.0144 | ns |
| Warnings from Yosys | 7 | - |
| # port buffers | 21 | - |
| Global-route wire length before repair | 10.3 | mm |
| Largest fanout on the critical path | 16 | - |
| Post-Synthesis Cells | 323 | - |
| Startpoint Class | input port | - |
| Post-synth tally of flip-flops with integrated enable | 0 | - |
| Routed Antenna Nets | 0 | - |
| Placed insts | 407 | - |
| Critical path's slowest cell | sky130_fd_sc_hd__clkdlybuf4s50_1 | - |
| Number of rows in the core area | 28 | - |
| Element type at the critical path end | flop | - |
## per-stage QoR
step,utilization,hold WS [ns]
2_1_floorplan,-,0.403
3_3_place_gp,0.557,0.431
3_5_place_dp,0.557,0.432
4_1_cts,0.576,0.444
5_1_grt,0.576,0.463
6_report,0.576,0.437
## cell usage in the layout (no fill, tap or decap), types with 3 or more instances in the layout
cell type	Yosys	final
sky130_fd_sc_hd__a211oi_1	9	9
sky130_fd_sc_hd__a21oi_1	13	13
sky130_fd_sc_hd__clkbuf_8	0	5
sky130_fd_sc_hd__clkdlybuf4s50_1	0	20
sky130_fd_sc_hd__dfrtp_1	48	48
sky130_fd_sc_hd__ha_1	13	13
sky130_fd_sc_hd__inv_1	23	23
sky130_fd_sc_hd__mux2_2	8	8
sky130_fd_sc_hd__mux2i_1	6	6
sky130_fd_sc_hd__nand2_1	26	26
sky130_fd_sc_hd__nand2b_1	5	5
sky130_fd_sc_hd__nand3_1	4	4
sky130_fd_sc_hd__nand3b_1	3	3
sky130_fd_sc_hd__nand4_1	5	5
sky130_fd_sc_hd__nor2_1	23	23
sky130_fd_sc_hd__nor2b_1	7	7
sky130_fd_sc_hd__nor3_1	12	12
sky130_fd_sc_hd__nor3b_1	4	4
sky130_fd_sc_hd__nor4_1	3	3
sky130_fd_sc_hd__o21ai_0	20	20
sky130_fd_sc_hd__o2bb2ai_1	6	6
sky130_fd_sc_hd__or3_1	4	4
sky130_fd_sc_hd__xnor2_1	17	17
sky130_fd_sc_hd__xor2_1	15	15
## final cells by class
type	instances	share of cell area
clock buffers	6	0.0213
clock inverters	2	0.0114
inverters	23	0.0253
multi-input cells	238	0.492
flip-flops and latches	49	0.360
well taps	75	0.0275
repair buffers	22	0.0624
## metal layers
metal	global-route usage	up-vias	wire, um
met5	0	-	0
met4	0.0250	0	65
met3	0.0231	6	104
met2	0.359	27	2970
met1	0.318	1055	2900
li1	-	1161	-
## Yosys cell counts, types with 2 or more instances
cell and count:
sky130_fd_sc_hd__or3_1 4, sky130_fd_sc_hd__nor2b_1 7, sky130_fd_sc_hd__buf_4 2, sky130_fd_sc_hd__mux2_2 8
sky130_fd_sc_hd__inv_1 23, sky130_fd_sc_hd__clkbuf_1 4, sky130_fd_sc_hd__dfrtp_1 48, sky130_fd_sc_hd__nor2_1 23
sky130_fd_sc_hd__nand3_1 4, sky130_fd_sc_hd__xnor2_1 17, sky130_fd_sc_hd__a21oi_1 13, sky130_fd_sc_hd__xor2_1 15
sky130_fd_sc_hd__nor3b_1 4, sky130_fd_sc_hd__nand2_1 26, sky130_fd_sc_hd__a2111oi_4 2, sky130_fd_sc_hd__o2bb2ai_1 6
sky130_fd_sc_hd__nand2b_1 5, sky130_fd_sc_hd__o22ai_1 2, sky130_fd_sc_hd__a31oi_1 2, sky130_fd_sc_hd__o21ai_0 20
sky130_fd_sc_hd__buf_2 6, sky130_fd_sc_hd__nor4_1 3, sky130_fd_sc_hd__ha_1 13, sky130_fd_sc_hd__nor3_1 12
sky130_fd_sc_hd__a211oi_1 9, sky130_fd_sc_hd__mux2i_1 6, sky130_fd_sc_hd__nand3b_1 3, sky130_fd_sc_hd__nand4_1 5
sky130_fd_sc_hd__and3_1 2, sky130_fd_sc_hd__a21boi_0 2
## power by group through the flow
stage	clock network (mW)	registers [mW]	logic [mW]
5_1_grt	0.233	0.458	0.369
4_1_cts	0.221	0.445	0.327
6_report	0.215	0.444	0.322
## path summary, 6_finish.rpt
kind / startpoint / end / depth (start not counted)
worst max-delay path: prescale[3] / DUT6.register[0] / 9
worst min-delay path: DUT4.start_glitch / DUT0.data_valid / 1
worst max register to register: DUT1.bit_cnt[0] / DUT2.values[0] / 8
worst min register to register: DUT4.start_glitch / DUT0.data_valid / 1
max in group asynchronous: rst / DUT6.i[1] / 2
min in group asynchronous: rst / DUT3.par_err / 2
## registers in the layout, summed over array words and instances (netlist names), 3 cells and up
name and count:
DUT1.bit_cnt 4, DUT6.P_DATA 8, DUT1.edge_cnt 6, DUT2.values 3
DUT0.curr_state 5, DUT6.i 4, DUT6.register 8
## logic make-up after synthesis
| logic type | count (synthesis) | synth area share |
|---|---|---|
| and+or+nand+nor | 106 | 0.178 |
| AOI/OAI and AO/OA | 70 | 0.164 |
| DFF | 49 | 0.401 |
| buffers and inverters | 36 | 0.0515 |
| xor gates and xnor gates | 33 | 0.0968 |
| muxes | 15 | 0.0527 |
| adders and majority gates | 14 | 0.0564 |
Power figures rest on the tool's default switching activity, not on a simulated workload.
