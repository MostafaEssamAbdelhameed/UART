--- flow/design.v ---
`timescale 1ns / 1ps
module FSM(
    input ser_done,
    input PAR_EN,
    input data_valid,
    input clk,
    input rst,
    output reg ser_en,
    output reg [1:0] mux_sel,
    output reg par_load,
    output reg busy
    );
    parameter state_reg_width = 5;
	parameter [state_reg_width -1 : 0] idle_state = 5'b00001 ,
									   start_state = 5'b00010,
									   data_state=5'b00100,
									   parity_state=5'b01000,
									   stop_state = 5'b10000;
	reg [state_reg_width -1 : 0] curr_state , next_state ;
	reg busy_c;
	always @(posedge clk or negedge rst)begin
		if(!rst)
			begin
			curr_state <= idle_state;
			end
		else 
			begin
			curr_state <= next_state;
			end
	end
    always @(*) begin
        mux_sel=1;
        ser_en=0;
        par_load=0;
        busy_c=0;
        case(curr_state)
            idle_state:
                begin
                    mux_sel=1;
                    ser_en=0;
                    par_load=0;
                    busy_c=0;
                    if(data_valid) next_state = start_state;
                    else next_state = idle_state;
                end   
            start_state:
                begin
                    mux_sel=0;
                    ser_en=1;
                    par_load=1;
                    busy_c=1;
                    next_state = data_state;
                end
            data_state:
                begin
                    mux_sel=2;
                    ser_en=1;
                    par_load=1;
                    busy_c=1;
                    if(ser_done && PAR_EN) next_state = parity_state;
                    else if(ser_done && !PAR_EN) next_state = stop_state;        
                    else next_state = data_state;    
                end
            parity_state:
                begin
                    mux_sel=3;
                    ser_en=0;
                    par_load=0;
                    busy_c=1;
                    next_state = stop_state;    
                end
            stop_state:
                begin
                    mux_sel=1;
                    ser_en=0;
                    par_load=0;
                    busy_c=1; 
                    if(data_valid) next_state = start_state;
                    else next_state = idle_state;           
                end
            default: 
                begin
                    mux_sel=1;
                    ser_en=0;
                    par_load=0;
                    busy_c=0; 
		            next_state = idle_state;
                end
        endcase
    end
always @ (posedge clk or negedge rst)
 begin
  if(!rst)
   begin
    busy <= 1'b0 ;
   end
  else
   begin
    busy <= busy_c ;
   end
 end
endmodule
`timescale 1ns / 1ps
module TX_top(
    input [7:0] P_DATA,
    input data_valid,
    input PAR_EN,
    input PAR_TYP,
    input clk,
    input rst,
    output TX_OUT,
    output busy
    );
wire par_load , ser_en , ser_done , PAR_BIT , ser_data;
wire [1:0] mux_sel;
parity_calc DUT0 (  .P_DATA(P_DATA),
                    .PAR_TYP(PAR_TYP),
                    .par_en(par_load),
                    .clk(clk),
                    .rst(rst),
                    .PAR_BIT(PAR_BIT)
                    );
serializer DUT1 (   .P_DATA(P_DATA),
                    .ser_en(ser_en),
                    .clk(clk),
                    .rst(rst),
                    .ser_done(ser_done),
                    .ser_data(ser_data)
                    );
FSM DUT3        (   .ser_done(ser_done),
                    .PAR_EN(PAR_EN),
                    .data_valid(data_valid),
                    .clk(clk),
                    .rst(rst),
                    .ser_en(ser_en),
                    .mux_sel(mux_sel),
                    .par_load(par_load),
                    .busy(busy)
                    );
mux DUT4         (  .in1(1'b0),
                    .in2(1'b1),
                    .in3(ser_data),
                    .in4(PAR_BIT),
                    .clk(clk),
                    .rst(rst),
                    .sel(mux_sel),
                    .out(TX_OUT)
                    );                                      
endmodule
`timescale 1ns / 1ps
module mux (
    input in1,
    input in2,
    input in3,
    input in4,
    input [1:0] sel,
    input clk,
    input rst,
    output reg out
    );
    reg out_c;
    always @(*) begin
        case(sel)
            0: out_c = in1;
            1: out_c = in2;
            2: out_c = in3;
            3: out_c = in4;
       endcase
    end
always @ (posedge clk or negedge rst)
 begin
  if(!rst)
   begin
    out <= 'b0 ;
   end
  else
   begin
    out <= out_c ;
   end 
 end 
endmodule
`timescale 1ns / 1ps
module parity_calc(
    input [7:0] P_DATA,
    input PAR_TYP,
    input par_en,
    input clk,
    input rst,
    output reg PAR_BIT
    );
   reg [7:0] data;
   always @(posedge clk or negedge rst) begin 
    if(!rst) begin
        data <= 0;
    end
    else if (!par_en) begin
        data <= P_DATA ;
    end
  end
   always @(posedge clk or negedge rst) begin 
    if(!rst) begin
        PAR_BIT <= 0;
    end
    else if (par_en) begin
	  case(PAR_TYP)
	  1'b0 : begin                 
	          PAR_BIT <= ^data  ;      
	         end
	  1'b1 : begin
	          PAR_BIT <= ~^data ;      
	         end		
	  endcase         
    end   
   end
endmodule
`timescale 1ns / 1ps
module serializer(
    input [7:0] P_DATA,
    input ser_en,
    input clk,
    input rst,
    output reg ser_done,
    output reg ser_data
    );
    reg [7:0] data ;
    reg [3:0] counter;
    always @(posedge clk or negedge rst) begin
        if(!rst) begin
            ser_data <= 0;
            ser_done <= 0;
            counter <=0;
            data <= 0;
        end
        else if (!ser_en) begin
         data <= P_DATA;
         counter <=0;
         ser_done <= 0;
         end
        else if (counter!=8 && ser_en) begin
            {data[6:0] , ser_data} <= data;
            counter <= counter + 1;
            if (counter == 7) begin
                ser_done <= 1;
            end
        end
    end
endmodule
--- flow/run.sh ---
#!/bin/bash
# OpenROAD 26Q1-2900-gdf79404cd8, Yosys 0.63+post, stock flow scripts
make -C /OpenROAD-flow-scripts/flow DESIGN_CONFIG=/design/flow/config.mk WORK_HOME=/design/flow/orfs finish
--- flow/config.mk ---
export PLATFORM = sky130hd
export DESIGN_NAME = TX_top
export DESIGN_NICKNAME = TX_top
export VERILOG_FILES = /design/flow/design.v
export SDC_FILE = /design/flow/constraint.sdc
export NUM_CORES = 4
export LEC_CHECK = 1
export CORE_AREA = 10 10 93 93
export DIE_AREA = 0 0 103 103
--- flow/constraint.sdc ---
current_design TX_top

set clk_period 2.7
set clk_io_pct 0.2

create_clock -name clk0 -period $clk_period [get_ports {clk}]

set non_clock_inputs [all_inputs -no_clocks]
set_input_delay [expr $clk_period * $clk_io_pct] -clock clk0 $non_clock_inputs
set_output_delay [expr $clk_period * $clk_io_pct] -clock clk0 [all_outputs]
==> impl_metrics.py <==
# Generated from Yosys and OpenROAD reports
metrics = {
    "placement": {
        "hpwlAfterDp_mm": 1.61,
        "port_buffers": 14,
        "place_area_um2": 1460,
        "place.gp.congestion": 0.783,
    },
    "sta": {
        "fin_crit_ps": 1600,
        "maxSlewHeadroom_pct": 75.3,
        "hold_viol": 0,
        "setup_viol": 0,
        "worst_clock_skew_ps": 6.31,
        "report.final.slew_viol_count": 0,
        "setup-tns-final_ps": 0,
        "worst_pin_slew_ps": 371,
        "max_freq_ghz": 0.626,
        "fin_crit_sh_pct": 59.2,
        "grt_setup_unrepaired": "no",
    },
    "setup_path": {
        "cp.required_ps": 2850,
        "cp_slowest_cell": "clkdlybuf4s50_1",
        "crit_start": "PAR_TYP",
        "cp_common_cell": "xnor2_1",
        "cp_max_fo": 1,
        "crit_type": "in -> reg",
        "crit_chain": "clkdlybuf4s50_1, xnor2_1, xnor3_1, xnor2_1, a21oi_1",
        "timing.rr.start": "DUT3.curr_state[3]",
        "end_kind": "flop",
        "startpoint_type": "primary input",
        "slowest_delay_ps": 470,
        "crit_arrival_ps": 1750,
    },
    "die": {
        "io_pins": 15,
        "die_x_um": 103,
        "dieArea_um2": 10600,
        "fp_util_pct": 18.1,
        "num_rows": 30,
        "core_area_um2": 6760,
        "die_h_um": 103,
    },
    "route": {
        "dr.pass1.iters": 4,
        "routed_via_density": 3.86,
        "routed_wirelength_mm": 2.26,
        "drt_iter0_drc": 45,
        "avgRoutedWirePerCell_um": 10.5,
        "drtAntennaViolNets": 0,
        "vias": 825,
        "route.detailed.drc": 0,
        "antenna_cells": 0,
    },
    "clock_network": {
        "worst_skew_pair.late_latency_ps": 280,
        "cts_hold_buf": 0,
        "ctsResizeCount": 0,
        "clockBufferDepth": 2,
        "cts_tree": "built",
        "ctsRootBufferMaster": "clkbuf_8",
        "cts_buffers": 5,
        "htree_num_levels": 2,
        "postCtsSetupBuffers": 0,
        "clock-sinks": 29,
        "cts.reportedPaths.clkPinSlew_ps": 60,
    },
    "logic_synthesis": {
        "synth_area_leader_cell": "dfrtp_1",
        "synth.area.top_cells": "dfrtp_1, nand2_1, mux2i_1",
        "yosysWarningCount": 4,
        "synth_area_um2": 1220,
        "ys_seq_share_pct": 59.6,
        "yosysTopAreaCellShare_pct": 57.4,
        "synth_area_per_cell_um2": 10.8,
        "ys_cells": 113,
        "synth_flops": 29,
        "yosysChipArea_um2": 1220,
        "synthDistinctLibCells": 23,
        "synth_cells": 113,
    },
    "power_and_ir_drop": {
        "leakage_nw": 0.755,
        "vdd_drop_max_v": 0.000716,
        "power_mw": 1.74,
        "p_per_area_nw_per_um2": 1110,
    },
    "grt": {
        "antenna_found_initial": 0,
        "grt_pass1_vias": 891,
        "overflow": 0,
        "grt_max_degree": 30,
        "grt_pass1_wl_mm": 4.06,
        "grt_use_total_pct": 4.74,
    },
    "worst_hold_path": {
        "min-delay-path-class": "reg -> reg",
        "hp-start": "DUT3.curr_state[1]",
    },
    "flow_run": {
        "cap_violations": 0,
        "tool_warnings": 26,
    },
    "finish": {
        "syn2layout_area_growth_pct": 28.3,
        "final_area_um2": 1570,
        "mostFrequentLayoutCell": "dfrtp_1",
        "drive_above_1_share_pct": 10.4,
        "lay_top_cells": "dfrtp_1, nand2_1, clkdlybuf4s50_1, nor2_1, o21ai_0",
    },
    "outcome": {
        "status": "complete, no violations",
    },
}
[flip-flops by register name (all words and copies together), names as in the netlist]
| signal | flops |
|---|---|
| DUT4.out | 1 |
| DUT1.ser_data | 1 |
| DUT3.busy | 1 |
| DUT0.PAR_BIT | 1 |
| DUT1.data | 7 |
| DUT0.data | 8 |
| DUT3.curr_state | 5 |
| DUT1.counter | 4 |
| DUT1.ser_done | 1 |
[metrics by stage]
stage	instances	hold slack, ps	util, %	setup slack [ps]
2_1_floorplan	113	244	-	1310
3_3_place_gp	206	460	21.7	836
3_5_place_dp	206	472	21.7	809
4_1_cts	214	486	23.2	1090
5_1_grt	214	507	23.2	1050
6_report	214	480	23.2	1100
[cells in the mapped netlist, drive strengths merged]
master / count
a21o: 1
a21oi: 4
and3: 1
buf: 1
clkbuf: 3
dfrtp: 28
dfstp: 1
ha: 2
inv: 3
mux2: 1
mux2i: 7
nand2: 27
nand3: 1
nand3b: 2
nor2: 9
nor2b: 1
o21ai: 8
o21bai: 1
or2: 1
or3: 1
xnor2: 6
xnor3: 1
xor2: 3
[final timing paths]
check / to / slack (ps) / cells past startpoint
max: DUT0.PAR_BIT / 1100 / 5
max reg2reg: DUT1.ser_data / 1270 / 3
min: DUT3.busy / 480 / 1
min in group asynchronous: DUT3.curr_state[4] / 640 / 2
min reg2reg: DUT3.busy / 480 / 1
max in group asynchronous: DUT3.curr_state[0] / 1750 / 2
[power by group]
part | total (mW) | switching [mW] | leakage (nW) | internal (mW)
Sequential | 0.731 | 0.115 | 0.360 | 0.616
Combinational | 0.623 | 0.292 | 0.341 | 0.331
Clock | 0.390 | 0.160 | 0.0542 | 0.230
Total | 1.74 | 0.567 | 0.755 | 1.18
[worst max-delay path: cells and delay by family]
family,cells,cell delay (ps)
compound gates,1,80
buf+inv,1,470
xor+xnor,3,660
[layer usage]
layer  track usage (%)  part of all wire [%]  vias up  routed length (um)
met5                 0                     0        -                   0
met4             0.535                  0.93        0                  21
met3              1.90                   9.1        5                 205
met2              6.78                    39       22                 885
met1              6.81                    51      394                1140
li1                  -                     -      404                   -
[final cells by class]
cell class	count	area, um2
Multi-Input combinational cell	77	463
Timing Repair Buffer	17	163
Inverter	3	11.3
Tap cell	80	100
Sequential cell	29	727
Clock buffer	7	96.3
Clock inverter	1	5.00
Fill cell	724	5190
[cells by family after synthesis]
logic type	count (synthesis)	share of synthesized area (%)
XOR/XNOR	10	8.31
flip-flops	29	59.6
multiplexers	8	6.67
AND/OR/NAND/NOR	43	14.8
buffers and inverters	7	2.46
adder cells (fa/ha/maj)	2	2.05
AND-OR/OR-AND	14	6.15
No activity file was given, so power comes from the tool's default toggle rates.
